--- run.sh ---
#!/bin/bash
# OpenROAD 26Q1-2900-gdf79404cd8, Yosys 0.63+post, stock flow scripts
make -C /OpenROAD-flow-scripts/flow DESIGN_CONFIG=/design/flow/config.mk WORK_HOME=/design/flow/orfs finish
--- config.mk ---
export PLATFORM = sky130hd
export DESIGN_NAME = mac
export DESIGN_NICKNAME = mac
export VERILOG_FILES = /design/flow/design.v
export SDC_FILE = /design/flow/constraint.sdc
export NUM_CORES = 4
export LEC_CHECK = 1
export CORE_UTILIZATION = 50
--- constraint.sdc ---
current_design mac

set clk_period 16.1
set clk_io_pct 0.2

create_clock -name clk0 -period $clk_period [get_ports {clk}]

set non_clock_inputs [all_inputs -no_clocks]
set_input_delay [expr $clk_period * $clk_io_pct] -clock clk0 $non_clock_inputs
set_output_delay [expr $clk_period * $clk_io_pct] -clock clk0 [all_outputs]
--- design.v ---
`timescale 1ns / 1ps
module mac
#(parameter WIDTH = 36)
(
input [WIDTH-1:0] in_1,
input [WIDTH-1:0] in_2,
input [3:0] state,
input mac_reset,
input in_valid,
output reg out_valid,
output reg [WIDTH-1:0] out,
input clk, rst
    );
reg [WIDTH-1:0] product;
reg product_valid;    
always @ (posedge clk) begin
    if (rst ) begin
        out <= 0;
    end
    else begin
        if ( in_valid ) begin
            product <= in_1 * in_2;
        end
        if (product_valid) begin
            out <= product + out;
        end
        if ( mac_reset ) begin
            out <= 0;
        end
        product_valid <= in_valid;
        out_valid <= product_valid;    
    end
end      
endmodule
==> results.toml <==
# implementation run metrics
[run_status]
status = "finished, final reports clean"

[job]
count_of_maximum_capacitance_violations = 0
openroad.warnings = 33

[logic_synthesis]
yosysCellCount = 2694
largest_area_cell = "sky130_fd_sc_hd__fa_1"
yosys_warnings = 1
enable_flop_cells = 38
post_synth.cell_area_avg_um2 = 9.03
syn_std_cell_area_um2 = 24300
ys_seq_share_pct = 7.65
synthTopCellsByArea = "sky130_fd_sc_hd__fa_1 (44%), sky130_fd_sc_hd__inv_1 (9.5%), sky130_fd_sc_hd__and2_1 (9.2%)"
ys_types = 63
async_flop_share_pct = 0
synthFlopType = "sky130_fd_sc_hd__edfxtp_1"
yosysChipArea_um2 = 24300
netlist_instances = 2694
ys_ff = 74
post-synth-top-area-fraction_pct = 44.0

[placed_design]
placed_cells_incl_taps = 3339
post-place-ws_ns = 4.69
gpl.final_weighted_congestion = 0.956
dp.final_hpwl_mm = 46.7
numPortBuffers = 112

[final_timing]
final-max-slew-violation-count = 0
timing.slew.headroom_pct = 41.8
grt_setup_unrepaired = "no"
post-route-min-period_ns = 11.05
timing.final.ws_setup_ns = 5.05
hold_viol_final = 0
final.period_utilization_pct = 68.6
worst-slew-pin-transition_ns = 0.851
maximum_frequency_from_static_timing_analysis_mhz = 90.5
finalClockSkew_ns = 0.00551
finalSetupViolCount = 0
totalNegativeSetupSlack_ns = 0

[die]
num_rows = 80
core_area_um2 = 47800
die.size.x_um = 223
floorplanUtilization_pct = 50.8
die_y_um = 223
pin_count = 117
die_area_um2 = 49500

[cts]
cts_setup_buffers = 0
clock_tree.buffer_depth = 2
tritoncts_num_sinks = 74
numCtsBuffers = 9
cts.htree.levels = 3
clkTransAtPathRegs_ns = 0.06
tritoncts = "yes"
clock_latency_ns = 0.33
cts_root_buffer = "sky130_fd_sc_hd__clkbuf_16"
cts_hold_buf = 0
cts.repair.resized = 0

[finish]
postLayoutCoreUtil_pct = 55.1
n_fill_cell = 4234
final-instance-count-excl-fill = 3355
ratio_of_cells_with_drive_above_1_in_the_final_layout_pct = 2.92
syn_to_final_growth_pct = 8.35

[worst_setup_path]
worst_r2r_endpoint = "out[28]$_SDFFE_PP0P_"
required_ns = 16.15
timing.setup.critical_path_class = "in -> reg"
worstSetupEndpoint = "product[35]$_DFFE_PP_"
startpoint_type = "primary input"
worstReg2RegStart = "product[0]$_DFFE_PP_"
critPathMaxFanout = 36
cp-end-kind = "flip-flop"
crit_start = "in_2[0]"
regToRegSetupSlack_ns = 12.38
worst-r2r-cell-count = 13
critPathArrivalTime_ns = 11.10

[routing]
route.antenna.diode_count = 0
wirelength_mm = 61.0
via_count = 17389
antenna_left = 0
routed_wire_length_per_instance_um = 18.2
initial_detailed_routing_violation_count = 586
detail_route.vias_per_cell = 5.18
firstDrtPassIters = 5
remaining_drc_errors = 0

[grt]
grt_busiest_layer = "met2"
groute.layer.met1.usage_pct = 38.2
first_pass_grt_wire_length_mm = 99.6
grt_remaining_overflow = 0
grtUsageMet2_pct = 43.2
initial_antenna_violation_count = 0
grt_pass1_vias = 18633
gr-usage-met3_pct = 14.7
grt_max_degree = 42
grtUsageTotal_pct = 28.2

[worst_hold_path]
min-delay-path-class = "reg -> reg"
worst max-delay path, stage by stage:
cell	delay (ns)
sky130_fd_sc_hd__clkdlybuf4s50_1	0.45
sky130_fd_sc_hd__buf_4	0.47
sky130_fd_sc_hd__nand2_1	0.17
sky130_fd_sc_hd__fa_1	0.53
sky130_fd_sc_hd__fa_1	0.51
sky130_fd_sc_hd__inv_1	0.05
sky130_fd_sc_hd__fa_1	0.54
sky130_fd_sc_hd__inv_1	0.06
sky130_fd_sc_hd__fa_1	0.53
sky130_fd_sc_hd__inv_1	0.04
sky130_fd_sc_hd__ha_1	0.18
sky130_fd_sc_hd__fa_1	0.46
sky130_fd_sc_hd__fa_1	0.54
sky130_fd_sc_hd__inv_1	0.05
sky130_fd_sc_hd__fa_1	0.50
sky130_fd_sc_hd__inv_1	0.05
sky130_fd_sc_hd__ha_1	0.34
sky130_fd_sc_hd__a21oi_1	0.17
sky130_fd_sc_hd__nand2_1	0.10
sky130_fd_sc_hd__or3_4	0.40
sky130_fd_sc_hd__or4_1	0.42
sky130_fd_sc_hd__o31ai_2	0.10
sky130_fd_sc_hd__o32ai_2	0.20
sky130_fd_sc_hd__a221oi_4	0.45
sky130_fd_sc_hd__o21ai_2	0.12
sky130_fd_sc_hd__a311oi_2	0.29
sky130_fd_sc_hd__xnor2_1	0.12
kinds of logic after synthesis:
logic type,after synthesis,share of synthesized area [%]
muxes,20,0.823
DFF,74,7.65
buffers and inverters,744,11.5
adders and majority gates,712,53.1
and+or+nand+nor,830,17.2
xor gates and xnor gates,122,4.39
AOI/OAI and AO/OA,192,5.34
cells in the mapped netlist, types with 3 or more instances:
cell type                  count
sky130_fd_sc_hd__ha_1        177
sky130_fd_sc_hd__o211ai_1      8
sky130_fd_sc_hd__fa_1        535
sky130_fd_sc_hd__nor2b_1       6
sky130_fd_sc_hd__edfxtp_1     38
sky130_fd_sc_hd__and3_1        9
sky130_fd_sc_hd__a31o_2        4
sky130_fd_sc_hd__a211oi_1      6
sky130_fd_sc_hd__nand2b_1      5
sky130_fd_sc_hd__xnor2_1      90
sky130_fd_sc_hd__o21bai_1      6
sky130_fd_sc_hd__a31oi_1       4
sky130_fd_sc_hd__nand4_1       4
sky130_fd_sc_hd__clkbuf_1    123
sky130_fd_sc_hd__mux2i_1      20
sky130_fd_sc_hd__inv_1       618
sky130_fd_sc_hd__buf_1         3
sky130_fd_sc_hd__o21ai_0      36
sky130_fd_sc_hd__nand3_1      18
sky130_fd_sc_hd__nand2_1     346
sky130_fd_sc_hd__nor3_1        7
sky130_fd_sc_hd__xor2_1       32
sky130_fd_sc_hd__o21a_1        9
sky130_fd_sc_hd__o21ai_1       3
sky130_fd_sc_hd__and2_1      358
sky130_fd_sc_hd__a21oi_1      53
sky130_fd_sc_hd__a21o_1       34
sky130_fd_sc_hd__or2_2         3
sky130_fd_sc_hd__nor2_1       58
sky130_fd_sc_hd__nand3b_1      5
sky130_fd_sc_hd__a41oi_1       5
sky130_fd_sc_hd__dfxtp_1      36
flip-flops by register name (all words and copies together), names as in the netlist:
signal	count
product_valid	1
product	36
out	36
out_valid	1
layout by cell type (no fill, tap or decap), types with 5 or more instances in the layout:
cell	synthesis	final
sky130_fd_sc_hd__a211oi_1	6	6
sky130_fd_sc_hd__a21o_1	34	34
sky130_fd_sc_hd__a21oi_1	53	53
sky130_fd_sc_hd__a41oi_1	5	5
sky130_fd_sc_hd__and2_1	358	358
sky130_fd_sc_hd__and3_1	9	9
sky130_fd_sc_hd__buf_4	0	44
sky130_fd_sc_hd__clkbuf_16	0	9
sky130_fd_sc_hd__clkdlybuf4s50_1	0	111
sky130_fd_sc_hd__dfxtp_1	36	36
sky130_fd_sc_hd__edfxtp_1	38	38
sky130_fd_sc_hd__fa_1	535	535
sky130_fd_sc_hd__ha_1	177	177
sky130_fd_sc_hd__inv_1	618	618
sky130_fd_sc_hd__mux2i_1	20	20
sky130_fd_sc_hd__nand2_1	346	346
sky130_fd_sc_hd__nand2b_1	5	5
sky130_fd_sc_hd__nand3_1	18	18
sky130_fd_sc_hd__nand3b_1	5	5
sky130_fd_sc_hd__nor2_1	58	58
sky130_fd_sc_hd__nor2b_1	6	5
sky130_fd_sc_hd__nor3_1	7	7
sky130_fd_sc_hd__o211ai_1	8	8
sky130_fd_sc_hd__o21a_1	9	9
sky130_fd_sc_hd__o21ai_0	36	36
sky130_fd_sc_hd__o21bai_1	6	6
sky130_fd_sc_hd__xnor2_1	90	90
sky130_fd_sc_hd__xor2_1	32	32
area by class of cell:
cell class,instances,area (um^2),area share [%]
timing repair buffer,156,1450,5.49
multi-input combinational,1876,19700,74.7
inverter,618,2320,8.80
clock buffer,10,239,0.907
tap,615,769,2.92
sequential,74,1860,7.06
clock inverter,6,41.3,0.157
per-stage QoR:
step                hold WS [ns]  cell area [um^2]
floorplan                  0.459             24300
global placement           0.495             26100
detailed placement         0.499             26100
CTS                        0.507             26400
global route               0.543             26400
finish                     0.506             26400
worst min path at each step:
stage	start	endpoint	slack [ns]	cells past startpoint
finish	out[7]$_SDFFE_PP0P_	out[7]$_SDFFE_PP0P_	0.51	2
global route	out[31]$_SDFFE_PP0P_	out[31]$_SDFFE_PP0P_	0.54	2
CTS	out[7]$_SDFFE_PP0P_	out[7]$_SDFFE_PP0P_	0.51	2
routing by layer:
layer / wire length [um] / vias to the layer above
met5: 0 / -
met4: 1170 / 0
met3: 7900 / 80
met2: 28200 / 780
met1: 23700 / 8516
li1: - / 8013
